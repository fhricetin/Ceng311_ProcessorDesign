==> ./design.v <==
module control(in, regdest, alusrc, memtoreg, regwrite, memread, memwrite, branch, aluop1, aluop2,jump,benbvf);
input [5:0] in;
output regdest, alusrc, memtoreg, regwrite, memread, memwrite, branch, aluop1, aluop2,jump,benbvf;
wire rformat,lw,sw,beq;
wire j, addi,ben,bvf;
assign rformat =~| in;
assign lw = in[5]& (~in[4])&(~in[3])&(~in[2])&in[1]&in[0];
assign sw = in[5]& (~in[4])&in[3]&(~in[2])&in[1]&in[0];
assign beq = (~in[5])& (~in[4])&(~in[3])&in[2]&(~in[1])&(~in[0]);
assign j = (~in[5])& (~in[4])&(~in[3])&(~in[2])&in[1]&(~in[0]);
assign addi = (~in[5])& (~in[4])& in[3]&(~in[2])&(~in[1])&(~in[0]);
assign ben = (~in[5])& (~in[4])&(~in[3])&in[2]&in[1]&(~in[0]);
assign bvf = (~in[5])& (~in[4])&(~in[3])&in[2]&(~in[1])&in[0];
assign regdest = rformat;
assign alusrc = lw|sw|addi;  
assign memtoreg = lw;
assign regwrite = rformat|lw;
assign memread = lw;
assign memwrite = sw;
assign branch = beq|ben|bvf;   
assign aluop1 = rformat|addi;  
assign aluop2 = beq;
assign jump = j;   
assign benbvf = ben|bvf;  
endmodule
==> ./run.sh <==
#!/bin/bash
# OpenROAD 26Q1-2900-gdf79404cd8, Yosys 0.63+post, stock flow scripts
make -C /OpenROAD-flow-scripts/flow DESIGN_CONFIG=/design/flow/config.mk WORK_HOME=/design/flow/orfs finish
==> ./config.mk <==
export PLATFORM = sky130hd
export DESIGN_NAME = control
export DESIGN_NICKNAME = control
export VERILOG_FILES = /design/flow/design.v
export SDC_FILE = /design/flow/constraint.sdc
export NUM_CORES = 4
export LEC_CHECK = 1
export CORE_AREA = 10 10 70 70
export DIE_AREA = 0 0 80 80
==> ./constraint.sdc <==
current_design control

set clk_period 1.7
set clk_io_pct 0.2

create_clock -name clk0 -period $clk_period

set non_clock_inputs [all_inputs -no_clocks]
set_input_delay [expr $clk_period * $clk_io_pct] -clock clk0 $non_clock_inputs
set_output_delay [expr $clk_period * $clk_io_pct] -clock clk0 [all_outputs]
==> flow_summary.yaml <==
# flow metrics
cells_and_area:
  drive_above_1_share: 0.766
  fin_cells: 93
  seq_cells: 0
  clockBufferCount: 0
  regArea_um2: 0
  area_delta_synth_final_pct: 175
route:
  first_pass_iters: 1
  routed_wl_um: 946
  route.vias.total: 273
  drc: 0
  ant_nets: 0
  drtIter0Drc: 0
  viasPerCell: 2.94
  diodes: 0
  wl_per_cell_um: 10.2
job:
  maxCapViolations: 0
  openroad.warnings: 34
setup_path:
  crit_type: "primary input to output pin"
  cp_top_family: "buffers and inverters"
  worst-path-max-fanout: 5
  worst-path-buf-inv: 3
  cpPeakStageDelay_ps: 460
  crit_required_ps: 1360
  crit_chain: "buf_2, buf_6, nor3_4, and3_1, clkdlybuf4s50_1"
  critPathLaunchType: "primary input"
  endpoint_kind: "output pin"
  arrival_ps: 1350
  cp_slowest_cell: "clkdlybuf4s50_1"
die:
  ios: 17
  die_w_um: 80
  fp-utilization: 0.0502
  die_area_mm2: 0.00640
  coreArea_mm2: 0.00342
  rows: 21
  fp.dieH_um: 80
sta:
  fin_crit_sh: 0.994
  hold_viol_final: 0
  worst_pin_slew_ps: 273
  rsz0062_at_grt: "yes"
  setup_violations: 0
  finalMaxSlewViolations: 0
  setup_slack_ps: 9.95
  period_needed_ps: 1690
  max_freq_ghz: 0.592
  slew_headroom: 0.818
status:
  status: "finished, final reports clean"
placement:
  placedCellCount: 91
  gp_congestion: 0.857
  preCtsSetupSlack_ps: -828
  numPortBuffers: 17
  dp_hpwl_um: 798
grt:
  grt_overflow: 0
  grt_use_total: 0.0296
  antenna_found_initial: 0
  grt_start_max_net_pins: 8
  grt_pass1_wl_um: 1550
  grt_pass1_vias: 279
yosys:
  ys_seq_frac: 0
  yosysChipArea_um2: 171
  synth_cells: 24
  yosysUniqueCellTypes: 16
  syn_area_um2: 171
  ys_warn_count: 0
  synth_area_per_cell_um2: 7.14
  yosys_cells: 24
power:
  power_density_mw_per_mm2: 159
  ir_worst_vdd_mv: 0.0241
  leakagePower_nw: 0.187
min_path:
  hp-class: "primary input to output pin"
## synth_stat cells
| master | number | area [um2] |
|---|---|---|
| a211oi_2 | 1 | 12.5 |
| or3_4 | 1 | 11.3 |
| nor2_1 | 3 | 11.3 |
| or2b_1 | 1 | 7.51 |
| nor4_1 | 2 | 12.5 |
| buf_6 | 1 | 11.3 |
| and3_1 | 1 | 6.26 |
| a21oi_1 | 1 | 5.00 |
| nand3_1 | 1 | 5.00 |
| a2111oi_2 | 1 | 15.0 |
| xnor2_1 | 1 | 8.76 |
| buf_4 | 2 | 15.0 |
| nand2_1 | 2 | 7.51 |
| nor3_1 | 3 | 15.0 |
| or4_1 | 1 | 7.51 |
| or4b_1 | 2 | 20.0 |
## area by class of cell
type / count / area, um2
timing repair buffer: 26 / 205
multi-input combinational: 21 / 209
fill: 399 / 2940
tap: 46 / 57.6
## final timing paths
| kind | depth (start not counted) | to | slack, ps | startpoint |
|---|---|---|---|---|
| hold / removal | 3 | regdest | 960 | in[3] |
| setup / recovery | 5 | aluop2 | 10 | in[4] |
## placed cells by master, fill, tap and decap left out, types with 2 or more instances in the layout
cell and n:
nand2_1 2, nor4_2 2, dlygate4sd2_1 2, clkdlybuf4s15_2 2, nor2_1 2, buf_2 10
buf_6 6, or4b_4 2, nor3_2 2, buf_4 5
## tightest hold or removal path: cells and delay by family
kind	cells	cell delay [ps]
buffers and inverters	2	230
AND/OR/NAND/NOR	1	50
## through the flow
| step | hold slack [ps] | total power, mW | util | TNS, ps | instance area (um2) |
|---|---|---|---|---|---|
| 3_3_place_gp | 1670 | 0.0596 | 0.125 | -7160 | 425 |
| 2_1_floorplan | 691 | 0.0206 | - | 0 | 171 |
| 3_5_place_dp | 1690 | 0.0609 | 0.125 | -7310 | 425 |
| 4_1_cts | 968 | 0.0699 | 0.132 | -20.2 | 452 |
| 6_report | 964 | 0.0751 | 0.138 | 0 | 472 |
| 5_1_grt | 988 | 0.0812 | 0.138 | -11.2 | 472 |
## cells by family (layout without fill, tap and decap cells)
logic type	Yosys count	after routing	synth area share
and+or+nand+nor	17	17	0.606
buffers and inverters	3	26	0.153
xor gates and xnor gates	1	1	0.0511
AOI/OAI and AO/OA	3	3	0.190
## routing by layer
layer / wire (um) / global-route usage / up-vias
met3: 0 / 0 / 0
met1: 273 / 0.0264 / 133
met4: 0 / 0 / 0
met2: 673 / 0.0706 / 0
met5: 0 / 0 / -
li1: - / - / 140
## power breakdown
group | switching [mW] | leakage, nW | total, mW | internal, mW
clock | 0 | 0 | 0 | 0
combinational | 0.0353 | 0.187 | 0.0751 | 0.0398
sequential | 0 | 0 | 0 | 0
total | 0.0353 | 0.187 | 0.0751 | 0.0398
## timing repair
action | CTS | global route
buffers inserted | 2 | 0
hold buffers | 0 | 0
gates resized | 64 | 5
setup endpoints to repair | 11 | 6
pin swaps | 9 | 3
Power and IR drop assume default switching activity.
